==> ./design.v <==
module UpCounter_Top(KEY, SW, clk_50M, Seg7, decimalPoint, reset, timerSW, LEDR);
	input [1:0] KEY;		 
	input reset;			 
	input SW;				 
	input timerSW;			 
	input clk_50M;			 
	input LEDR;				 
	output [27:0] Seg7;	 
	output decimalPoint;  
	assign decimalPoint = 0;		 
	wire clock_1kHz, clock_10Hz, start;	
	wire [15:0] BCD_count;
	wire [15:0] Q;						 
	wire [15:0] Display;				 
	wire [6:0] stop;
	assign Display = Q;				 
	counter C0(																		 
		.enable(SW), .Q(Q[3:0]), .reset(reset), .clock(KEY[0]));		 
	counter C1(	
		.enable(SW), .Q(Q[7:4]), .reset(reset), .clock(KEY[0]));	
	counter C2(	
		.enable(SW), .Q(Q[11:8]), .reset(reset), .clock(KEY[0]));	
	counter C3(	
		.enable(SW), .Q(Q[15:12]), .reset(reset), .clock(KEY[0]));	
	decoder D0(
		.DIG(Display[3:0]), .Seg7(Seg7[6:0]));								 
	decoder D1(
		.DIG(Display[7:4]), .Seg7(Seg7[13:7]));	
	decoder D2(
		.DIG(Display[11:8]), .Seg7(Seg7[20:14]));
	decoder D3(
		.DIG(Display[15:12]), .Seg7(Seg7[27:21]));
	clock_divider #(32) clk_1k(.clk_In(clk_50M), .divide_by(24999), .reset(0), .clk_Out(clock_1kHz));		 
	clock_divider #(32) clk_10(.clk_In(clk_50M), .divide_by(2499999), .reset(0), .clk_Out(clock_10Hz));	 
	shiftRegister Shift(.clk_In(clock_1kHz), .enable(KEY[1]), .shift(stop));	 
	up_timer #(32) T1(.clock(clock_10Hz), .en(timerSW), .stop(stop), .reset(reset), .start(start));		
	n_bit_counter #(4) BCD_0(.clk(clock_1kHz), .enable(SW), .max_count(0) , .reset(reset), .count(BCD_count));	 
endmodule
module comparator(count, compare_count, enable);  
	input[N-1:0] count;				 
	input[N-1:0] compare_count;
	output reg enable;
	parameter N = 64;					 
	always@(count) begin
		if(compare_count == count)  
			enable = 1'b1;
		else
			enable = 1'b0;
	end
endmodule
module d_flip_flop(clk, reset, enable, Q, D);
	input D, clk, reset, enable;
	output reg Q;
	always@(negedge(clk), posedge(reset)) begin
		if(reset) begin
			Q = 1'b0; 
		end
		else if(enable) begin
			Q <= D; 					 
		end
	end
endmodule
module n_bit_counter (clk, enable, max_count, reset, count);
	input clk, enable, reset;
	input [N-1:0] max_count;
	output reg [N-1:0] count;
	parameter N = 64; 
	always@(posedge clk, posedge reset) begin
		if(reset) begin
			count <= 0;    
		end
		else if(count < max_count) begin
			if(enable)
				count <= count + 1; 
		end
		else begin
			count <= 0;         
		end	
	end
endmodule
module clock_divider(clk_In, divide_by, reset, clk_Out);
	input clk_In;
	input[N-1:0] divide_by;
	input reset;
	output clk_Out;
	parameter N = 64;
	wire[N-1:0] current_count;
	wire flipFlop_En;
	n_bit_counter #(N) COUNT32_DIV(clk_In, 1, divide_by, reset, current_count);
	comparator #(N) COMPARE32_DIV(current_count, divide_by, flipFlop_En);
	d_flip_flop DFF(~clk_Out, clk_In, reset, flipFlop_En, clk_Out);
endmodule
module up_timer(clock, en, stop, reset, start);  
	input clock;
	input en;
	input[N-1:0] stop;
	input reset;
	output start;
	parameter N = 64;	 
	wire[N-1:0] current_count; 
	n_bit_counter #(N) timer32(.clk(clock), .enable(en), .max_count(stop), .reset(reset), .count(current_count));
	comparator #(N) compare32Timer(.count(current_count), .compare_count(stop), .enable(start));
endmodule
module shiftRegister(clk_In, enable, shift);
	input clk_In;
	input enable;
	output reg [6:0]shift;
	always@(posedge clk_In) begin
			if (enable) begin
			if (shift == 7'b0)					 
				shift <=  7'b0011001;   		 
			else begin                        
				shift[6] <= shift[5];
				shift[5] <= shift[4];
				shift[4] <= shift[3];
				shift[3] <= shift[2];
				shift[2] <= shift[1];
				shift[1] <= shift[0];
				shift[0] <= shift[6]^shift[5];
			end
		end
	end
endmodule 
module counter(clock, enable, reset, Q, Q_out);
	input clock, enable, reset;
	output reg Q_out;				 
	output reg[3:0] Q; 			 
	always @( posedge clock) begin
		if(reset)
			Q  <= 4'b0;  
		else		
			if (enable == 1) begin
				if (Q == 4'b1001) begin
					Q <= 1'b0000;	 
					Q_out <= 1'b1;
				end
				else
					Q <= Q + 1'b1;	 
			end
			else
				Q = Q;				 
	end
endmodule
module decoder(DIG,Seg7);	
	input [3:0] DIG;
	output reg [6:0] Seg7;
	always@(DIG) begin
		case(DIG)					   
			4'b0000 : Seg7[6:0] = 7'b1000000;  
			4'b0001 : Seg7[6:0] = 7'b1111001;  
			4'b0010 : Seg7[6:0] = 7'b0100100;  
			4'b0011 : Seg7[6:0] = 7'b0110000;  
			4'b0100 : Seg7[6:0] = 7'b0011001;  
			4'b0101 : Seg7[6:0] = 7'b0010010;  
			4'b0110 : Seg7[6:0] = 7'b0000010;  
			4'b0111 : Seg7[6:0] = 7'b1111000;  
			4'b1000 : Seg7[6:0] = 7'b0000000;  
			4'b1001 : Seg7[6:0] = 7'b0010000;  
			default : Seg7[6:0] = 7'b1000000;  
		endcase	
	end
endmodule 
==> ./run.sh <==
#!/bin/bash
# OpenROAD 26Q1-2900-gdf79404cd8, Yosys 0.63+post, stock flow scripts
make -C /OpenROAD-flow-scripts/flow DESIGN_CONFIG=/design/flow/config.mk WORK_HOME=/design/flow/orfs finish
==> ./config.mk <==
export PLATFORM = sky130hd
export DESIGN_NAME = UpCounter_Top
export DESIGN_NICKNAME = UpCounter_Top
export VERILOG_FILES = /design/flow/design.v
export SDC_FILE = /design/flow/constraint.sdc
export NUM_CORES = 4
export LEC_CHECK = 1
export CORE_UTILIZATION = 40
==> ./constraint.sdc <==
current_design UpCounter_Top

set clk_period 2.1
set clk_io_pct 0.2

create_clock -name clk0 -period $clk_period [get_ports {KEY}]

set non_clock_inputs [all_inputs -no_clocks]
set_input_delay [expr $clk_period * $clk_io_pct] -clock clk0 $non_clock_inputs
set_output_delay [expr $clk_period * $clk_io_pct] -clock clk0 [all_outputs]
==> flow_metrics.env <==
# physical design summary
export IMPL_path_max_fanout=9
export IMPL_clk_latency_ns=0.25
export IMPL_clockBufferDepth=2
export IMPL_num_antenna_cells=0
export IMPL_drt_total_wl_um=4400
export IMPL_postPlaceCellArea_um2=3150
export IMPL_hpwl_um=3450
export IMPL_yosysTopAreaCellShare_pct=36.5
export IMPL_startpoint_type="primary input"
export IMPL_comb_area_um2=1400
export IMPL_top_area_cell="dfxtp_1"
export IMPL_top_cells_by_area="dfxtp_1 (36%), ha_1 (15%), inv_1 (3.7%)"
export IMPL_antenna_found_initial=0
export IMPL_ir_drop_v=0.000341
export IMPL_via_per_inst=4.68
export IMPL_whs_endpoint="D1.Seg7[2]"
export IMPL_yosys_cells=246
export IMPL_core_util_floorplan_pct=42.5
export IMPL_rows=27
export IMPL_die_w_um=79.7
export IMPL_tool_warnings=81
export IMPL_post_drt_wl_per_cell_um=10.9
export IMPL_hold_depth=3
export IMPL_fin_ws_ns=0.0727
export IMPL_hp_class="reg -> reg"
export IMPL_cts_buffers=5
export IMPL_min_from="C1.Q[0]"
export IMPL_yosysSeqAreaShare_pct=36.5
export IMPL_period_used_pct=96.5
export IMPL_final_antenna_net_count=0
export IMPL_dieArea_um2=6350
export IMPL_cts_sinks=44
export IMPL_grt_pass1_wl_um=7510
export IMPL_cts_hold_fix_buffers=0
export IMPL_cts_root_buf="clkbuf_8"
export IMPL_crit_type="in -> reg"
export IMPL_synth_flop_count=44
export IMPL_clk_pin_slew_worst_paths_ns=0.06
export IMPL_power_leakage_nw=1.53
export IMPL_fin_worst_skew_ns=0.000378
export IMPL_die_h_um=79.7
export IMPL_num_vias=1885
export IMPL_hold_viol_final=0
export IMPL_outcome="complete, no violations"
export IMPL_reg2reg_depth=8
export IMPL_required_ns=2.28
export IMPL_grt_max_degree=13
export IMPL_ys_warn_count=13
export IMPL_min_period_ns=2.03
export IMPL_layout_cells_non_filler=403
export IMPL_timing_rr_start="C1.Q[0]"
export IMPL_syn_area_per_cell_um2=9.81
export IMPL_ys_area_um2=2410
export IMPL_port_buffers=30
export IMPL_crit_arrival_ns=2.21
export IMPL_core_region_area_um2=5680
export IMPL_overflow=0
export IMPL_drive_gt1_share_pct=27.2
export IMPL_p_total_mw=1.69
export IMPL_synth_cell_types=60
export IMPL_ff2ff_setup_slack_ns=0.13
export IMPL_fill_cells=514
export IMPL_edf_count=0
export IMPL_worst_r2r_endpoint="D1.Seg7[3]"
export IMPL_grt_pass1_vias=1746
export IMPL_drcViolationCount=0
export IMPL_finalMaxSlewViolations=0
export IMPL_power_density_nw_per_um2=517
export IMPL_max_freq_ghz=0.493
export IMPL_place_congestion=0.890
export IMPL_htree_num_levels=2
export IMPL_cp_end_kind="register"
export IMPL_io_pins=36
export IMPL_dp_cells=395
export IMPL_yosys_most_used_dff="dfxtp_1"
export IMPL_finalSetupViolCount=0
export IMPL_async_reset_ff_share_pct=0
export IMPL_drv_cap=0
export IMPL_syn_inst=246
export IMPL_first_pass_iters=4
export IMPL_grt_use_total_pct=15.1
export IMPL_pre_cts_slack_ns=-0.417
export IMPL_area_growth_pct=35.1
export IMPL_cts_tree="built"
export IMPL_syn_cell_area_um2=2410
export IMPL_flop_area_um2=883
export IMPL_postLayoutCellArea_um2=3260
export IMPL_drt_iter0_markers=78
export IMPL_tns_ns=0
-- how the worst max path moves through the flow --
stage	slack, ns	end	from	cells past startpoint
4_1_cts	0.05	D0.Seg7[3]	C0.Q[1]	8
5_1_grt	-0.002	D2.Seg7[6]	C2.Q[0]	9
6_report	0.07	D1.Seg7[3]	reset	9
-- repair_timing --
item                       4_1_cts  5_1_grt
gates resized                    1        9
hold endpoints to repair         0        0
setup buffers                    0        1
setup endpoints to repair       11       10
-- per-stage QoR --
step,hold slack [ns],util [%]
floorplan,0.550,-
global placement,0.673,55.5
detailed placement,0.675,55.5
CTS,0.686,56.8
global route,0.730,57.5
finish,0.673,57.5
-- routing by layer --
| layer | up-vias | share of wire, % | GRT usage (%) | wire (um) |
|---|---|---|---|---|
| li1 | 1008 | - | - | - |
| met1 | 839 | 50 | 21.7 | 2210 |
| met2 | 32 | 45 | 24.6 | 1970 |
| met3 | 6 | 3.4 | 2.78 | 151 |
| met4 | 0 | 1.4 | 1.82 | 63 |
| met5 | - | 0 | 0 | 0 |
-- logic make-up after synthesis --
group / share of synthesized area [%]
simple gates: 20.1
compound gates: 15.5
flops: 36.5
buf+inv: 6.43
fa+ha+maj: 14.5
mux: 3.42
xor+xnor: 3.42
other cells: 0.155
-- placed cells by master (no fill, tap or decap), types with 3 or more instances in the layout --
| cell type | netlist | routed |
|---|---|---|
| a21o_1 | 3 | 3 |
| a21oi_1 | 16 | 16 |
| and2_1 | 3 | 3 |
| and3_1 | 5 | 5 |
| and3b_1 | 3 | 3 |
| buf_4 | 1 | 55 |
| clkbuf_8 | 0 | 5 |
| clkdlybuf4s50_1 | 0 | 29 |
| dfxtp_1 | 44 | 42 |
| ha_1 | 28 | 26 |
| inv_1 | 24 | 24 |
| mux2i_1 | 6 | 6 |
| nand2_1 | 13 | 13 |
| nand2b_1 | 5 | 5 |
| nand3_1 | 4 | 4 |
| nand3b_1 | 4 | 4 |
| nand4_1 | 3 | 3 |
| nor2_1 | 8 | 8 |
| nor2b_1 | 5 | 5 |
| o21ai_1 | 3 | 5 |
| o22ai_1 | 3 | 3 |
| or2_2 | 4 | 3 |
| xor2_2 | 4 | 4 |
-- cell type report --
type / count / area share [%]
clock buffers: 6 / 2.23
clock inverters: 1 / 0.153
inverters: 25 / 2.88
multi-input cells: 170 / 43.0
flip-flops and latches: 44 / 27.1
well taps: 72 / 2.76
repair buffers: 85 / 21.9
-- Yosys cell counts, types with 2 or more instances --
master and count:
nor3_1 2, nand4_1 3, dfxtp_1 44, nand2b_1 5, a211o_1 2, nand2_1 13, a32oi_1 2, inv_1 24
a21boi_0 2, and3_1 5, xnor2_1 2, or3_1 2, nand3_1 4, a211oi_1 2, or2_2 4, o21ai_1 3
or2_1 2, nand3b_1 4, o22ai_1 3, xor2_2 4, ha_1 28, buf_6 4, mux2i_1 6, and3b_1 3
nor2_1 8, a21oi_1 16, o211ai_1 2, and2_1 3, nor2b_1 5, a21o_1 3, a21bo_2 2, nor2_2 2
or3b_1 2, o21ai_0 4
-- flip-flops by register name, indices dropped and copies added, names as in the netlist --
signal   flops
D0.Seg7      7
D1.Seg7      7
D2.Seg7      7
D3.Seg7      7
C0.Q         4
C1.Q         4
C2.Q         4
C3.Q         4
-- power by group --
group	internal, mW	switching (mW)	total [mW]
Combinational	0.233	0.148	0.381
Sequential	0.894	0.0223	0.916
Clock	0.224	0.165	0.389
Total	1.35	0.335	1.69
-- worst max-delay path, stage by stage --
cell and delay [ns]:
clkdlybuf4s50_1 0.43, buf_4 0.19, or3b_1 0.39, o22ai_2 0.13
inv_1 0.10, ha_1 0.30, inv_1 0.08, nand2_1 0.05
a21oi_1 0.13
No activity file was given, so power comes from the tool's default toggle rates.
